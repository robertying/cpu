### ./run.sh
#!/bin/bash
# OpenROAD 26Q1-2900-gdf79404cd8, Yosys 0.63+post, stock flow scripts
make -C /OpenROAD-flow-scripts/flow DESIGN_CONFIG=/design/flow/config.mk WORK_HOME=/design/flow/orfs finish
### ./config.mk
export PLATFORM = sky130hd
export DESIGN_NAME = ROM_without_peripheral
export DESIGN_NICKNAME = ROM_without_peripheral
export VERILOG_FILES = /design/flow/design.v
export SDC_FILE = /design/flow/constraint.sdc
export NUM_CORES = 4
export LEC_CHECK = 1
export CORE_AREA = 10 10 70 70
export DIE_AREA = 0 0 80 80
export SYNTH_MEMORY_MAX_BITS = 65536
### ./constraint.sdc
current_design ROM_without_peripheral

set clk_period 4.4
set clk_io_pct 0.2

create_clock -name clk0 -period $clk_period

set non_clock_inputs [all_inputs -no_clocks]
set_input_delay [expr $clk_period * $clk_io_pct] -clock clk0 $non_clock_inputs
set_output_delay [expr $clk_period * $clk_io_pct] -clock clk0 [all_outputs]
### ./design.v
module ROM_without_peripheral (addr,data);
input [30:0] addr;
output [31:0] data;
localparam ROM_SIZE = 256;
(* rom_style = "distributed" *) reg [31:0] ROMDATA[ROM_SIZE-1:0];
assign data=(addr < 4 * ROM_SIZE) ? ROMDATA[addr[30:2]] : 32'b0;
integer i;
initial begin
    ROMDATA[0] <= 32'h20040054;
    ROMDATA[1] <= 32'h2005000c;
    ROMDATA[2] <= 32'h00043020;
    ROMDATA[3] <= 32'h00053820;
    ROMDATA[4] <= 32'h0800000c;
    ROMDATA[5] <= 32'h00854822;
    ROMDATA[6] <= 32'h19200002;
    ROMDATA[7] <= 32'h01202020;
    ROMDATA[8] <= 32'h0800000c;
    ROMDATA[9] <= 32'h00a04820;
    ROMDATA[10] <= 32'h00802820;
    ROMDATA[11] <= 32'h01202020;
    ROMDATA[12] <= 32'h1485fff8;
    ROMDATA[13] <= 32'h00801020;
	for (i = 14; i < ROM_SIZE; i = i + 1) begin
        ROMDATA[i] <= 32'b0;
    end
end
endmodule
==> summary.rpt <==
PHYSICAL IMPLEMENTATION REPORT
----------------------------------------------------
[Outcome]
  Status ........................ complete, no violations

[Detailed routing]
  ANT cells ........................ 0
  Total wire length ........................ 2370 um
  Post-DRT Antenna Nets ........................ 0
  Count of routing violations after the opening detailed-route iteration ........................ 18
  Via-to-Cell Ratio ........................ 4.25
  Number of vias in the routed layout ........................ 753
  DR pass1 iterations ........................ 3
  Remaining DRCs ........................ 0
  Per-cell routed wire length ........................ 13.4 um

[Yosys]
  Synth unique cells ........................ 33
  Post-synthesis area per instance ........................ 8.24 sq um
  Cell total in the yosys stat output ........................ 89
  Top area contributor share ........................ 0.143
  Register area share after synthesis ........................ 0
  Count leader, synth ........................ buf_4
  Post-Syn Area ........................ 733 sq um
  Post-Syn Instances ........................ 89
  Warnings from Yosys ........................ 1
  Most frequent cells after synthesis ........................ 14 x buf_4, 9 x nor3_2, 6 x ha_1
  Cells taking the most area after synthesis ........................ buf_4 14%, nor3_2 12%, ha_1 10%, mux2i_1 6.8%, nor4_2 5.1%
  Largest area contributor in the netlist ........................ buf_4
  Post-synth area from yosys stat ........................ 733 sq um

[Critical path]
  Crit. End Element ........................ output port
  Total buffers and inverters traversed by the critical path ........................ 3
  CP top delay family ........................ buffers and inverters
  Slowest CP cell ........................ clkdlybuf4s50_1
  Endpoint required time on the critical path ........................ 3.52 ns
  Critical-path cell list ........................ clkdlybuf4s50_1 -> inv_1 -> ha_1 -> mux4_2 -> nor3b_2 -> clkdlybuf4s50_1
  Critical setup path kind ........................ input pin to output port
  Cell type with the highest occurrence count on the critical path ........................ clkdlybuf4s50_1
  Delay contributed by the slowest stage of the critical path ........................ 0.64 ns
  Data arrival at the endpoint of the critical path ........................ 3.04 ns
  Startpoint type of the worst setup path ........................ input pin
  Maximum fanout count along the critical path ........................ 9

[Placement]
  Worst slack after detailed placement ........................ 0.460 ns
  DPL Wire Length ........................ 2070 um
  Final RePlAce weighted congestion ........................ 0.905
  Total placed instance area ........................ 1220 sq um
  # placed instances ........................ 177
  Number of buffers added on ports ........................ 53

[Job]
  Number of warnings in the stage logs ........................ 39
  MaxCap Viol Count ........................ 0

[Global route]
  Maximum number of pins on one net before global-route repair ........................ 19
  Met3 GRT Util ........................ 0.0205
  Initial antenna violation count ........................ 0
  Global routing met2 resource utilization ........................ 0.106
  Wire length of the first global-routing pass ........................ 3530 um
  Vias in the first global route ........................ 690
  GR peak layer ........................ met2
  Global-route track usage on met1 ........................ 0.0878
  Remaining global-route overflow ........................ 0
  GR Util All Layers ........................ 0.0654

[Finish]
  Register cell area after layout ........................ 0 sq um
  Design Area, Final ........................ 1220 sq um
  Clkbuf count ........................ 0
  Flop count ........................ 0
  Layout filler cell count ........................ 347
  Fraction of layout cells with a size suffix above 1 ........................ 0.168
  Area growth, synth to finish ........................ 66.4%
  Final standard cell count with taps included and fillers excluded ........................ 177

[Die]
  Die area ........................ 6400 sq um
  Number of rows created at floorplan ........................ 21
  Die Wd ........................ 80 um
  Initial core utilization ........................ 0.215
  Die Span Y ........................ 80 um
  Floorplan Core Area ........................ 3420 sq um
  I/O Pins ........................ 63

[STA]
  Final setup vio count ........................ 0
  Unrepaired setup endpoints after global routing ........................ no
  Worst slew slack as a fraction of its limit ........................ 0.647
  Final tally of hold violations ........................ 0
  Post-layout period usage of the worst path ........................ 0.891
  Setup TNS Final ........................ 0 ns
  Final setup margin ........................ 0.478 ns
  Fin crit period ........................ 3.92 ns
  Highest achievable clock rate ........................ 0.255 GHz
  Slew Limit Fails ........................ 0
  Actual slew at the worst max-slew pin ........................ 0.527 ns

[Power and ir drop]
  Static Leakage ........................ 0.000394 uW
  Power density normalized to cell area ........................ 49.5 nW/um^2
  Maximum resistive drop on vdd ........................ 30.5 uV

[CTS]
  Number of setup buffers added after CTS ........................ 0
  Number of buffers inserted by hold repair at cts ........................ 0
  Total of cells resized after clock tree synthesis ........................ 0

[Hold path]
  Kind of path behind the tightest hold check ........................ input pin to output port

----------------------------------------------------
area by class of cell:
cell class                      instances  area (sq um)  area share
Multi-Input combinational cell         73           602       0.493
Inverter                                2          7.51     0.00615
Timing Repair Buffer                   56           553       0.453
Tap cell                               46          57.6      0.0472
cells in the final DEF, fill, tap and decap left out, drive strengths merged:
master | synthesis | routed
nor3 | 10 | 10
and2 | 2 | 2
nand2 | 4 | 4
mux4 | 1 | 1
clkdlybuf4s50 | 0 | 53
nor2b | 5 | 5
o211ai | 1 | 1
buf | 19 | 3
nand3 | 2 | 2
nor4 | 6 | 6
o21bai | 1 | 1
inv | 2 | 2
ha | 6 | 6
nor3b | 1 | 1
o21a | 2 | 2
nor4b | 2 | 2
a22oi | 2 | 2
conb | 1 | 8
nand2b | 1 | 1
mux2i | 5 | 5
nand4 | 1 | 1
nor2 | 3 | 3
o221a | 1 | 1
a221oi | 1 | 1
o21ai | 3 | 3
a211oi | 4 | 4
a2111oi | 1 | 1
cells by family (layout without fill, tap and decap cells):
group                    count (synthesis)  after routing  synth area share
multiplexers                             6              6            0.0990
AND/OR/NAND/NOR                         37             37             0.401
adder cells (fa/ha/maj)                  6              6             0.102
other                                    1              8           0.00511
buffers and inverters                   23             58             0.215
AND-OR/OR-AND                           16             16             0.177
where the power goes:
| part | internal (uW) | leakage, uW | switching, uW | total [uW] |
|---|---|---|---|---|
| clock | 0 | 0 | 0 | 0 |
| combinational | 36.5 | 0.000394 | 23.9 | 60.4 |
| sequential | 0 | 0 | 0 | 0 |
per-layer routing:
| layer | part of all wire | up-vias | wire length (um) |
|---|---|---|---|
| met4 | 0 | 0 | 0 |
| met5 | 0 | - | 0 |
| met3 | 0.097 | 0 | 229 |
| met1 | 0.43 | 332 | 1010 |
| li1 | - | 393 | - |
| met2 | 0.48 | 28 | 1130 |
worst min-delay path, delay by kind of cell:
family | cells | cell delay, ns
and+or+nand+nor | 1 | 0.07
buffers and inverters | 3 | 1.06
stage by stage:
step / utilization / hold slack (ns) / power [uW]
finish: 0.357 / 2.89 / 60.4
global route: 0.357 / 2.95 / 65.8
CTS: 0.357 / 2.89 / 61.0
detailed placement: 0.357 / 2.89 / 60.8
global placement: 0.357 / 2.89 / 60.2
floorplan: - / 1.89 / 32.3
path summary, 6_finish.rpt:
path  cells past startpoint  startpoint        to  slack [ns]
max                       6     addr[2]  data[11]        0.48
min                       4     addr[3]  data[29]        2.89
Power and IR drop assume default switching activity.
